==> design.v <==
module clock_divider(
    input clk,            
    input rst_n,
    output reg clk_1khz,  
    output reg clk_1hz,   
    output reg clk_500khz  
);
    integer cnt_1k = 0;
    integer cnt_1h = 0;
    integer cnt_500k = 0; 
    always @(posedge clk or negedge rst_n) begin
        if(!rst_n) begin
            cnt_1k <= 0;   clk_1khz <= 0;
            cnt_1h <= 0;   clk_1hz <= 0;
            cnt_500k <= 0; clk_500khz <= 0; 
        end else begin
            if(cnt_1k >= 24999) begin
                cnt_1k <= 0;
                clk_1khz <= ~clk_1khz;
            end else cnt_1k <= cnt_1k + 1;
            if(cnt_1h >= 24999999) begin
                cnt_1h <= 0;
                clk_1hz <= ~clk_1hz;
            end else cnt_1h <= cnt_1h + 1;
            if(cnt_500k >= 49) begin 
                cnt_500k <= 0;
                clk_500khz <= ~clk_500khz;
            end else cnt_500k <= cnt_500k + 1;
        end
    end
endmodule
==> run.sh <==
#!/bin/bash
# OpenROAD 26Q1-2900-gdf79404cd8, Yosys 0.63+post, stock flow scripts
make -C /OpenROAD-flow-scripts/flow DESIGN_CONFIG=/design/flow/config.mk WORK_HOME=/design/flow/orfs finish
==> config.mk <==
export PLATFORM = sky130hd
export DESIGN_NAME = clock_divider
export DESIGN_NICKNAME = clock_divider
export VERILOG_FILES = /design/flow/design.v
export SDC_FILE = /design/flow/constraint.sdc
export NUM_CORES = 4
export LEC_CHECK = 1
export CORE_UTILIZATION = 50
==> constraint.sdc <==
current_design clock_divider

set clk_period 4.0
set clk_io_pct 0.2

create_clock -name clk0 -period $clk_period [get_ports {clk}]

set non_clock_inputs [all_inputs -no_clocks]
set_input_delay [expr $clk_period * $clk_io_pct] -clock clk0 $non_clock_inputs
set_output_delay [expr $clk_period * $clk_io_pct] -clock clk0 [all_outputs]
==> impl_metrics.json <==
{
  "status": "finished clean",
  "period_used_pct": 61.1,
  "worst_slew_pin_slew_ns": 0.775,
  "area_leaders": "dfrtp_1, xnor2_1, xor2_1",
  "grt_pass1_vias": 3553,
  "core_sq_um": 9860,
  "syn_area_sq_um": 5140,
  "drt_iter0_drc": 111,
  "numCtsBuffers": 9,
  "max_stage_delay_ns": 0.55,
  "die-height_um": 103,
  "r2r-start": "cnt_1h[30]$_DFF_PN0_",
  "overflow": 0,
  "endpoint_kind": "flop",
  "place_congestion": 0.822,
  "grt_pass1_wl_um": 16300,
  "setup_total_negative_slack_ns": 0,
  "reg2regPathDepth": 6,
  "track_usage_pct": 19.8,
  "crit_slowest_cell": "or4_4",
  "dp.cells": 656,
  "drive_gt1_share_pct": 10.8,
  "rsz0062_at_grt": "no",
  "finalWirelength_um": 9150,
  "finalMaxSlewViolations": 0,
  "dp.final_hpwl_um": 5990,
  "p_leak_nw": 2.23,
  "dieArea_sq_um": 10700,
  "synth_cells": 534,
  "worstPathCellList": "or4_4, nor3_4, a41oi_2, o41ai_4, buf_4, nor2_1",
  "crit_path_end": "cnt_1h[30]$_DFF_PN0_",
  "synth-edff-count": 0,
  "crit_required_ns": 4.24,
  "clock_latency_ns": 0.37,
  "critPathKind": "flop to flop",
  "fin_crit_ns": 2.44,
  "syn_avg_cell_area_sq_um": 9.63,
  "portBuffers": 4,
  "cts_hold_buf": 0,
  "grt_max_degree": 44,
  "crit_path_start": "cnt_1h[30]$_DFF_PN0_",
  "crit_arrival_ns": 2.69,
  "reg2reg_setup_slack_ns": 1.56,
  "instances_no_fill": 672,
  "rows": 36,
  "yosysTopAreaCellShare_pct": 48.2,
  "cts_buffer_depth": 2,
  "num_vias": 3696,
  "async_flop_share_pct": 100,
  "synth_seq_share_pct": 48.2,
  "synth_chip_area_sq_um": 5140,
  "max_cap_violations": 0,
  "yosys-stat-cells": 534,
  "ant_nets": 0,
  "io_pins": 5,
  "p_per_area_nw_per_um2": 296,
  "top_area_cell": "dfrtp_1",
  "via_per_inst": 5.50,
  "dr.pass1.iters": 4,
  "clkTransAtPathRegs_ns": 0.09,
  "cts_tree": "done",
  "skew_ns": 0.00871,
  "slew_headroom_pct": 47.9,
  "die_x_um": 103,
  "path_max_fanout": 26,
  "post-cts-setup-buffers": 0,
  "peakVddDrop_mv": 0.217,
  "cts.sinks": 99,
  "synth_cell_type_count": 47,
  "warnings": 27,
  "min_path_type": "input port to asynchronous set/reset pin",
  "area_delta_synth_final_pct": 6.69,
  "setup_viol": 0,
  "cts_resized": 0,
  "wl_per_cell_um": 13.6,
  "ys.flop_type": "dfrtp_1",
  "htreeDepth": 3,
  "final-hold-violation-count": 0,
  "route.detailed.drc": 0,
  "root_buffer": "clkbuf_8",
  "n_antenna_cell": 0,
  "max_freq_ghz": 0.409,
  "antenna_found_initial": 0,
  "yosys_warnings": 1,
  "start_kind": "flop",
  "synth_flops": 99,
  "fp_util_pct": 52.2,
  "r2r-end": "cnt_1h[30]$_DFF_PN0_"
}
## state kept, by name, summed over array words and instances (netlist names)
name	cells
cnt_1h	32
cnt_1k	32
cnt_500k	32
clk_1hz	1
clk_1khz	1
clk_500khz	1
## final cells by class
cell class | count | area [sq um]
clock buffer | 10 | 138
clock inverter | 6 | 50.0
fill | 844 | 4380
inverter | 20 | 75.1
multi-input combinational | 393 | 2490
sequential | 99 | 2480
tap | 133 | 166
timing repair buffer | 11 | 90.1
## worst min-delay path by stage
stage / startpoint / endpoint / slack [ns]
CTS: rst_n / cnt_1h[19]$_DFF_PN0_ / 0.34
global route: rst_n / cnt_1h[20]$_DFF_PN0_ / 0.35
finish: rst_n / cnt_500k[25]$_DFF_PN0_ / 0.34
## cells in the final DEF, fill, tap and decap left out, types with 2 or more instances in the layout
master / count
or3_1: 7
a21oi_1: 32
and3_1: 5
buf_4: 8
nor4_1: 26
inv_1: 20
nor4b_1: 2
nor2b_1: 3
clkbuf_8: 10
nand4_1: 22
and4_1: 8
nor2_2: 17
nor2_1: 67
nand2_1: 27
xor2_1: 29
dfrtp_1: 99
a31oi_1: 2
a21oi_2: 4
ha_1: 5
o211ai_1: 3
or4_1: 2
clkinvlp_4: 4
nor3_1: 24
and3_2: 2
o21ai_0: 2
xnor2_1: 57
clkdlybuf4s50_1: 3
nand3_1: 28
## worst max-delay path, delay by kind of cell (launching register included)
kind / cells / cell delay, ns
AOI/OAI and AO/OA: 2 / 0.66
DFF: 1 / 0.41
buffers and inverters: 1 / 0.45
and+or+nand+nor: 3 / 0.79
## report_power, final
| part | total [mW] | switching (mW) | internal [mW] |
|---|---|---|---|
| Sequential | 1.00 | 0 | 1.00 |
| Clock | 0.606 | 0.358 | 0.248 |
| Combinational | 0.0205 | 0.0186 | 0.00191 |
## cells by family (layout without fill, tap and decap cells)
logic type      after synthesis  after routing  share of synthesized area, %
flops                        99             99                          48.2
simple gates                250            250                          25.9
fa+ha+maj                     5              5                          1.22
xor+xnor                     86             86                          14.6
compound gates               52             52                          6.52
buf+inv                      42             47                          3.55
## metrics by stage
stage / instance area [sq um] / power [mW] / hold WS, ns / worst slack [ns] / util [%]
after CTS: 5490 / 1.66 / 0.341 / 1.54 / 55.6
after global placement: 5300 / 1.04 / 0.458 / 1.57 / 53.7
after detailed placement: 5300 / 1.04 / 0.456 / 1.55 / 53.7
after floorplan: 5140 / 1.02 / 0.420 / 1.95 / -
after global routing: 5490 / 1.69 / 0.346 / 1.44 / 55.6
final: 5490 / 1.63 / 0.338 / 1.56 / 55.6
## metal layers
| metal | global-route usage [%] | share of wire [%] |
|---|---|---|
| met5 | 0 | 0 |
| met4 | 1.95 | 1.3 |
| met1 | 31.9 | 51 |
| met3 | 3.35 | 2.8 |
| met2 | 30.9 | 45 |
## cells in the mapped netlist (17+ instances only)
library cell and n:
a21oi_1 33, nand3_1 28, nor2_1 67, dfrtp_1 99, xnor2_1 57, nand4_1 22
nor4_1 26, xor2_1 29, inv_1 20, clkbuf_1 17, nor3_1 24, nor2_2 17
nand2_1 27
No activity file was given, so power comes from the tool's default toggle rates.
